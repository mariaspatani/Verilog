**./run.sh**
```bash
#!/bin/bash
# OpenROAD 26Q1-2900-gdf79404cd8, Yosys 0.63+post, stock flow scripts
make -C /OpenROAD-flow-scripts/flow DESIGN_CONFIG=/design/flow/config.mk WORK_HOME=/design/flow/orfs finish
```
**./config.mk**
```make
export PLATFORM = sky130hd
export DESIGN_NAME = johnson
export DESIGN_NICKNAME = johnson
export VERILOG_FILES = /design/flow/design.v
export SDC_FILE = /design/flow/constraint.sdc
export NUM_CORES = 4
export LEC_CHECK = 1
export CORE_AREA = 10 10 70 70
export DIE_AREA = 0 0 80 80
```
**./constraint.sdc**
```tcl
current_design johnson

set clk_period 2.8
set clk_io_pct 0.2

create_clock -name clk0 -period $clk_period [get_ports {clk}]

set non_clock_inputs [all_inputs -no_clocks]
set_input_delay [expr $clk_period * $clk_io_pct] -clock clk0 $non_clock_inputs
set_output_delay [expr $clk_period * $clk_io_pct] -clock clk0 [all_outputs]
```
**./design.v**
```verilog
    module johnson(
        input clk,output reg[3:0]q=4'b0000
    );
    always@(posedge clk)begin
    case(q)
        4'b0000:q=4'b1000;
        4'b1000:q=4'b1100;
        4'b1100:q=4'b1110;
        4'b1110:q=4'b1111;
        4'b1111:q=4'b0111;
        4'b0111:q=4'b0011;
        4'b0011:q=4'b0001;
        4'b0001:q=4'b0000;
     endcase
     end
endmodule
```
==> impl_metrics.env <==
# physical design summary
export IMPL_run_status="complete, no violations"
export IMPL_worst_path_max_delay_cell="clkdlybuf4s50_1"
export IMPL_hold_path_startpoint="q[0]$_DFFE_PP_"
export IMPL_numPortBuffers=4
export IMPL_power_switching_mw=0.0219
export IMPL_grt_start_max_net_pins=8
export IMPL_first_pass_grt_wire_length_um=593
export IMPL_clockRootBuffer="clkbuf_4"
export IMPL_cts_reportedPaths_clkPinSlew_ns=0.04
export IMPL_area_growth_syn_to_layout_pct=61.1
export IMPL_switching_share_pct=16.3
export IMPL_path_cells="clkdlybuf4s50_1"
export IMPL_timing_worst_setup_path_type="flop to output port"
export IMPL_ys_ff=4
export IMPL_worstReg2RegStart="q[0]$_DFFE_PP_"
export IMPL_instances_no_fill=69
export IMPL_number_of_flip_flops_in_the_largest_register=4
export IMPL_top_signal_layer_used="met4"
export IMPL_number_of_nets_with_antenna_violations_after_routing=0
export IMPL_timing_final_hold_violations=0
export IMPL_slew_at_the_pin_closest_to_its_max_slew_limit_ns=0.467
export IMPL_post_cts_setup_buffer_count=0
export IMPL_warnings=25
export IMPL_combPwrFrac_pct=0
export IMPL_finalHoldWorstSlack_ns=0.675
export IMPL_worst_ep_required_time_ns=2.24
export IMPL_reg2reg_slack_ns=1.29
export IMPL_post_drt_via_cell_ratio=2.09
export IMPL_drc=0
export IMPL_warnings_from_yosys=1
export IMPL_timing_max_cap_violations=0
export IMPL_cts_root_to_sink_buffers=2
export IMPL_holdCritPathClass="flop to flop"
export IMPL_timing_final_max_slew_violations=0
export IMPL_endpoint_kind="output port"
export IMPL_detail_route_antenna_diodes=0
export IMPL_finalWirelength_um=393
export IMPL_peakVddDrop_mv=0.223
export IMPL_drive_gt1_share_pct=13.0
export IMPL_period_used_pct=62.1
export IMPL_yosys_area_top_type_share_pct=61.1
export IMPL_seq_power_share_pct=48.3
export IMPL_synth_seq_share_pct=61.1
export IMPL_drt_first_pass_iters=2
export IMPL_post_placement_cell_count=66
export IMPL_num_io_pins=5
export IMPL_met2_wirelength_um=172
export IMPL_path_buffers=1
export IMPL_critPathLaunchType="flop"
export IMPL_core_um2=3420
export IMPL_p_per_area_nw_per_um2=427
export IMPL_worst_path_dominant_cell_family="buffers and inverters"
export IMPL_leakagePower_nw=0.0932
export IMPL_detailedRoute_firstIterationViolations=1
export IMPL_clock_insertion_delay_worst_skew_ns=0.23
export IMPL_internal_power_mw=0.113
export IMPL_hpwl_um=300
export IMPL_setup_total_negative_slack_ns=0
export IMPL_cts_tree="yes"
export IMPL_floorplan_rows=21
export IMPL_die_boundary_width_um=80
export IMPL_synth_stat_cells=16
export IMPL_synth_chip_area_um2=196
export IMPL_worst_endpoint_arrival_ns=1.18
export IMPL_tritoncts_num_buffers=3
export IMPL_setup_viol=0
export IMPL_grt_antenna_before_repair=0
export IMPL_cts_hold_bufs=0
export IMPL_globalRouteTotalUtil_pct=1.23
export IMPL_die_area_um2=6400
export IMPL_via_count=144
export IMPL_fin_skew_ns=0.00557
export IMPL_timing_hold_worst_endpoint="q[3]$_DFFE_PP_"
export IMPL_overflow=0
export IMPL_grt_setup_unrepaired="false"
export IMPL_cts_repair_resize_count=0
export IMPL_maximum_clock_rate_mhz=575
export IMPL_yosys_top_cells_area="edfxtp_1 (61%), mux2i_1 (10%), nor2b_1 (6.4%), a211oi_1 (3.8%), a21boi_1 (3.8%)"
export IMPL_cts_sinks=4
export IMPL_r2r_end="q[3]$_DFFE_PP_"
export IMPL_final_layout_top_logic_cells="clkdlybuf4s50_1 (4), edfxtp_1 (4), clkbuf_4 (3)"
export IMPL_detailroute_wirelength_met3_um=32
export IMPL_worst_path_largest_cell_delay_ns=0.51
export IMPL_die_height_um=80
export IMPL_design_area_final_um2=317
export IMPL_synth_top_cell_by_area="edfxtp_1"
export IMPL_vias_in_the_first_global_route=122
export IMPL_syn_area_um2=196
export IMPL_min_path_cells=1
export IMPL_h_tree_depth=1
export IMPL_synth_cell_type_count=10
export IMPL_placement_cell_area_um2=294
export IMPL_critical_path_max_fanout=7
export IMPL_wire_per_inst_um=5.70
export IMPL_ff2ff_path_depth=2
export IMPL_wl_met1_um=166
export IMPL_synthesis_area_per_instance_um2=12.3
export IMPL_min_period_ns=1.74
export IMPL_core_util_floorplan_pct=5.75
export IMPL_gp_routability_congestion=0.673
export IMPL_slew_limit_headroom_pct=68.7
export IMPL_synthCells=16
export IMPL_p_clk_share_pct=51.7
==> area by class of cell <==
| class | instances | area, µm² |
|---|---|---|
| Timing Repair Buffer | 4 | 40.0 |
| Fill cell | 404 | 3100 |
| Sequential cell | 4 | 120 |
| Tap cell | 46 | 57.6 |
| Multi-Input combinational cell | 12 | 76.3 |
| Clock buffer | 3 | 22.5 |
==> how the worst max path moves through the flow <==
| stage | start | end | slack (ns) | cells after the start |
|---|---|---|---|---|
| global route | q[0]$_DFFE_PP_ | q[0] | 1.01 | 1 |
| finish | q[3]$_DFFE_PP_ | q[3] | 1.06 | 1 |
| CTS | q[3]$_DFFE_PP_ | q[3] | 1.04 | 1 |
==> cells in the mapped netlist <==
master	instances
a211oi_1	1
a21boi_1	1
a31oi_1	1
edfxtp_1	4
mux2i_1	2
nand2_1	2
nor2_1	1
nor2b_1	2
o21ai_0	1
or2_1	1
==> metrics by stage <==
step,utilization (%),power (mW),setup slack [ns]
after detailed placement,8.61,0.0661,1.30
after global routing,9.27,0.142,1.01
after CTS,9.27,0.140,1.04
final,9.27,0.135,1.06
after global placement,8.61,0.0661,1.30
after floorplan,-,0.0661,1.47
==> logic make-up after synthesis <==
| family | Yosys count | synth area share [%] |
|---|---|---|
| compound gates | 4 | 13.4 |
| flops | 4 | 61.1 |
| mux | 2 | 10.2 |
| simple gates | 6 | 15.3 |
==> metal layers <==
metal  up-vias  track usage, %
met2         3            1.61
met3         2            1.14
met5         -               0
met1        65            1.21
met4         0           0.880
li1         74               -
==> power by group through the flow <==
stage	logic, mW	registers [mW]	clock network (mW)
CTS	0.0000000329	0.0652	0.0749
finish	0.0000000329	0.0653	0.0698
global route	0.0000000329	0.0652	0.0768
Power and IR drop assume default switching activity.
