**./run.sh**
```bash
#!/bin/bash
# OpenROAD 26Q1-2900-gdf79404cd8, Yosys 0.63+post, stock flow scripts
make -C /OpenROAD-flow-scripts/flow DESIGN_CONFIG=/design/flow/config.mk WORK_HOME=/design/flow/orfs finish
```
**./config.mk**
```make
export PLATFORM = sky130hd
export DESIGN_NAME = ring
export DESIGN_NICKNAME = ring
export VERILOG_FILES = /design/flow/design.v
export SDC_FILE = /design/flow/constraint.sdc
export NUM_CORES = 4
export LEC_CHECK = 1
export CORE_AREA = 10 10 70 70
export DIE_AREA = 0 0 80 80
```
**./constraint.sdc**
```tcl
current_design ring

set clk_period 2.2
set clk_io_pct 0.2

create_clock -name clk0 -period $clk_period [get_ports {clk}]

set non_clock_inputs [all_inputs -no_clocks]
set_input_delay [expr $clk_period * $clk_io_pct] -clock clk0 $non_clock_inputs
set_output_delay [expr $clk_period * $clk_io_pct] -clock clk0 [all_outputs]
```
**./design.v**
```verilog
module ring(input clk,output reg[3:0]q=4'b1000
);
always @(posedge clk) begin
case (q)
4'b1000:q=4'b0100;
4'b0100:q=4'b0010;
4'b0010:q=4'b0001;
4'b0001:q=4'b1000;
endcase
end
endmodule
```
==> results.rst <==
Run summary
-----------

.. list-table::
   :header-rows: 1

   * - Metric
     - Value
   * - Run status
     - complete, no violations
   * - Top area contributor share
     - 60.4%
   * - Area leader, netlist
     - edfxtp_1
   * - Clk sinks
     - 4
   * - Area added between synthesis and finish
     - 60.4%
   * - Maximum clock frequency
     - 596 MHz
   * - Setup repair after global routing missed its margin
     - no
   * - Area of the core
     - 3420 sq um
   * - First-pass GRT wire length
     - 634 microns
   * - Largest cells by area after synthesis
     - edfxtp_1, nor4b_1, nor4b_2, a211o_1, xor2_1
   * - Flops & latches, synth
     - 4
   * - Syn. warnings
     - 1
   * - Portion of the clock cycle consumed by the worst path in the final layout
     - 76.2%
   * - Routed length per placed instance
     - 6.33 microns
   * - Comb area leader
     - simple AND/OR/NAND/NOR gates
   * - Layout fillers
     - 401
   * - Class of the most critical hold timing path
     - flip-flop to flip-flop
   * - Slowest cell on the critical path
     - clkdlybuf4s50_1
   * - Multiplexer share
     - 0%
   * - Synthesized-area fraction occupied by xor and xnor cells
     - 4.40%
   * - Share of synthesized area occupied by flip-flops and latches
     - 60.4%
   * - Transition time at the pin with the least slew margin
     - 272 ps
   * - Detailed placement HPWL
     - 319 microns
   * - Max cap viols
     - 0
   * - Source of the worst hold timing path
     - q[0]$_DFFE_PP_
   * - Via count of the first global-routing pass
     - 153
   * - Number of rows created at floorplan
     - 21
   * - Height of the die
     - 80 microns
   * - Crit Path Max Fanout
     - 7
   * - Worst-case clock skew
     - 0.661 ps
   * - Total Neg Setup Slack
     - 0 ps
   * - Post_cts resized
     - 0
   * - Element type at the critical path end
     - output pin
   * - FF-to-FF End
     - q[2]$_DFFE_PP_
   * - Number of buffers inserted by port buffering
     - 4
   * - Clock slew at reported path FFs
     - 40 ps
   * - Average cell area after synthesis
     - 14.2 sq um
   * - Inst Count DP
     - 64
   * - Ports
     - 5
   * - Post-route minimum period
     - 1680 ps
   * - CTS H-tree depth
     - 1
   * - Violation count after the first detailed-routing iteration
     - 29
   * - Fraction of layout instances using a drive strength above 1
     - 19.0%
   * - Setup violators final
     - 0
   * - Placed Instance Area
     - 297 sq um
   * - Simple-gate share of the synthesized area
     - 22.6%
   * - Leakage power summed over all cells
     - 0.000104 uW
   * - Final count of hold timing violations
     - 0
   * - Worst EP required
     - 1760 ps
   * - Total routing usage reported by global routing
     - 1.16%
   * - Worst Reg2Reg Path Length in Cells
     - 2
   * - Hold EP
     - q[0]$_DFFE_PP_
   * - Critical path startpoint category
     - flip-flop
   * - Buffer count from post-CTS setup fixing
     - 0
   * - Cells along the critical path
     - clkdlybuf4s50_1
   * - Depth of the worst hold-timing path
     - 1
   * - Count of different cell masters after synthesis
     - 9
   * - Power density normalized to cell area
     - 537 nW/um^2
   * - Final Routed Wirelength
     - 424 microns
   * - VDD IR max
     - 0.0000779 V
   * - Final standard cell count with taps included and fillers excluded
     - 67
   * - CTS root buffer
     - clkbuf_4
   * - Diode count
     - 0
   * - Insertion delay of the later-clocked pin in the worst-skew pair
     - 230 ps
   * - Final tally of max-slew violations
     - 0
   * - Total iterations of the first detailed-routing run
     - 2
   * - DR DRC count
     - 0
   * - Avg Vias per Cell
     - 2.28
   * - Clock tree buffer depth
     - 2
   * - Total cells reported by yosys after synthesis
     - 14
   * - Dominant delay contributor by cell family on the critical path
     - buffers and inverters
   * - Total vias in the final route
     - 153
   * - TritonCTS clock tree
     - yes
   * - Syn Std Cell Area
     - 199 sq um
   * - Number of flip-flops in the largest register
     - 4
   * - Final design utilization
     - 9.34%
   * - Worst slew margin
     - 81.6%
   * - Comb gate area
     - 75.1 sq um
   * - Number of warnings in the stage logs
     - 25
   * - Crit path kind
     - flip-flop to output pin
   * - Crit Reg-Reg Startpoint
     - q[2]$_DFFE_PP_
   * - Final global-route overflow total
     - 0
   * - Number of routed nets with antenna violations
     - 0
   * - Most frequent logic cells in the routed design
     - clkdlybuf4s50_1, edfxtp_1, nor4b_1, clkbuf_4
   * - Compound Share, Synth
     - 10.7%
   * - Arrival time reported for the critical path endpoint
     - 1240 ps
   * - Area figure in the yosys stat output
     - 199 sq um
   * - Peak per-stage delay on the critical path
     - 530 ps
   * - Adder and majority cell fraction of the synthesized area
     - 0%
   * - Initial core utilization
     - 5.82%
   * - Horiz. Die Dim
     - 80 microns
   * - Summed area of non-filler cells in the final layout
     - 319 sq um
   * - Post-cts hold buffer count
     - 0
   * - Number of antenna violations at the first check in global routing
     - 0
   * - Area of the die
     - 6400 sq um
   * - Reg-to-reg setup timing slack
     - 820 ps
   * - FF+latch area
     - 120 sq um
   * - RD Place Congestion
     - 0.635
   * - Total clock buffers created by CTS
     - 3
   * - Largest net degree at the start of global routing
     - 9
   * - CP Buf/Inv Count
     - 1
   * - Post-synthesis cell count
     - 14
cell type report:
cell class,instances,share of cell area [%]
Multi-Input combinational cell,9,23.5
Tap cell,46,18.0
Clock buffer,3,7.06
Timing Repair Buffer,4,12.5
Inverter,1,1.18
Sequential cell,4,37.6
cells in the mapped netlist:
cell and count:
nor4b_2 1, o211ai_1 1, nor4b_1 3, edfxtp_1 4, a211o_1 1, inv_1 1
nor2_1 1, o21ai_0 1, xor2_1 1
how the worst max path moves through the flow:
stage,cells past startpoint,start,slack (ps),endpoint
4_1_cts,1,q[1]$_DFFE_PP_,510,q[1]
5_1_grt,1,q[2]$_DFFE_PP_,470,q[2]
6_report,1,q[1]$_DFFE_PP_,520,q[1]
per-layer routing:
metal	part of all wire [%]	up-vias	GRT usage [%]
met5	0	-	0
met2	55	2	1.77
met3	2.6	0	0.341
met1	42	75	1.35
li1	-	76	-
met4	0	0	0.880
metrics by stage:
stage	total power, uW	worst slack [ps]	hold slack [ps]
after global routing	183	468	746
after CTS	176	506	720
final	171	523	722
after floorplan	84.1	969	627
after global placement	84.1	771	691
after detailed placement	84.1	755	712
where the power goes:
part	internal, uW	switching [uW]	total, uW
registers	83.1	0	83.1
logic	0	0	0.0000433
clock network	60.8	27.3	88.2
total	144	27.3	171
cell families (layout without fill, tap and decap cells):
logic type / count (synthesis) / count (layout)
buffers and inverters: 1 / 8
XOR/XNOR: 1 / 1
AND-OR/OR-AND: 3 / 3
AND/OR/NAND/NOR: 5 / 5
flip-flops: 4 / 4
No activity file was given, so power comes from the tool's default toggle rates.
